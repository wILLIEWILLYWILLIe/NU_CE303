==> design/flow/design.v <==
`timescale 1ns/1ps
`default_nettype none
module mac (
    input  wire               clk,
    input  wire               rstb,      
    input  wire signed [3:0]  IN,        
    input  wire signed [3:0]  W,         
    output reg  signed [11:0] OUT,       
    output wire signed [11:0] add_result,
    output wire signed [7:0]  mult_result,
    output wire [3:0]         debug_cycle_cnt
);
    reg signed [3:0] in_reg;
    reg signed [3:0] w_reg;
    reg signed [11:0] acc_reg;
    reg [3:0]         cycle_cnt;
    reg               valid;         
    wire signed [7:0]  mult_comb;
    wire signed [11:0] mult_extended;
    wire signed [11:0] next_sum;
    assign mult_comb     = in_reg * w_reg;                     
    assign mult_extended = { {4{mult_comb[7]}}, mult_comb };   
    assign next_sum = (cycle_cnt == 4'd1) ?
                      mult_extended :                        
                      (acc_reg + mult_extended);             
    assign mult_result   = mult_comb;                          
    assign add_result      = next_sum;       
    assign debug_cycle_cnt = cycle_cnt;      
    always @(posedge clk or negedge rstb) begin
        if (!rstb) begin
            in_reg     <= 4'sd0;
            w_reg      <= 4'sd0;
            acc_reg    <= 12'sd0;
            OUT        <= 12'sd0;
            cycle_cnt  <= 4'd0;
            valid      <= 1'b0;
        end
        else begin
            in_reg <= IN;
            w_reg  <= W;
            if (!valid) begin
                valid     <= 1'b1;
                acc_reg   <= 12'sd0;
                OUT       <= 12'sd0;
                cycle_cnt <= 4'd0;
            end
            else begin
                acc_reg <= next_sum;
                if (cycle_cnt == 4'd8) begin
                    cycle_cnt <= 4'd0;
                end
                else if (cycle_cnt == 4'd1) begin
                    OUT       <= acc_reg;
                    cycle_cnt <= cycle_cnt + 4'd1;
                end
                else begin
                    cycle_cnt <= cycle_cnt + 4'd1;
                end
            end
        end
    end
endmodule
`default_nettype wire
==> design/flow/run.sh <==
#!/bin/bash
# OpenROAD 26Q1-2900-gdf79404cd8, Yosys 0.63+post, stock flow scripts
make -C /OpenROAD-flow-scripts/flow DESIGN_CONFIG=/design/flow/config.mk WORK_HOME=/design/flow/orfs finish
==> design/flow/config.mk <==
export PLATFORM = sky130hd
export DESIGN_NAME = mac
export DESIGN_NICKNAME = mac
export VERILOG_FILES = /design/flow/design.v
export SDC_FILE = /design/flow/constraint.sdc
export NUM_CORES = 4
export LEC_CHECK = 1
export CORE_UTILIZATION = 50
export SYNTH_HDL_FRONTEND = slang
==> design/flow/constraint.sdc <==
current_design mac

set clk_period 7.3
set clk_io_pct 0.2

create_clock -name clk0 -period $clk_period [get_ports {clk}]

set non_clock_inputs [all_inputs -no_clocks]
set_input_delay [expr $clk_period * $clk_io_pct] -clock clk0 $non_clock_inputs
set_output_delay [expr $clk_period * $clk_io_pct] -clock clk0 [all_outputs]
==> results.json <==
{
  "outcome": "finished clean",
  "cpLargestDelayFamily": "adder cells",
  "viasPerCell": 5.057,
  "rrSetupSlack_ps": 2320,
  "slew_headroom_pct": 50.49,
  "cts_max_path_buffers": 2,
  "yosys.cell_types.count": 41,
  "fillers": 436,
  "cts-root-buf": "clkbuf_8",
  "hold_end": "OUT[0]",
  "r2r-end": "acc_reg[10]",
  "gp_congestion": 0.8438,
  "via_count": 1937,
  "cp_common_cell": "fa_1",
  "critPathBufInv": 2,
  "synthCells": 269,
  "drt-initial-drc-count": 83,
  "drive_gt1_share_pct": 7.911,
  "path_depth": 17,
  "postRouteAntennaNets": 0,
  "criticalPathCategory": "reg2out",
  "warning_count": 28,
  "maxSlewViolCount": 0,
  "fp-row-count": 25,
  "routedWlPerCell_um": 13.28,
  "yosysCellCount": 269,
  "crit_fanout": 9,
  "instances_no_fill": 383,
  "holdCritPathClass": "reg2reg",
  "edf_count": 0,
  "tightest_slew_ps": 741.8,
  "grt_max_degree": 38,
  "rsz0062_at_grt": "no",
  "leakagePower_nw": 1.490,
  "irDropWorstVdd_mv": 0.2169,
  "yosys_area_um2": 2550,
  "synth_seq_share_pct": 36.31,
  "wl_mm": 5.087,
  "synth-async-reset-ratio_pct": 100.0,
  "slowest_stage": "fa_1",
  "tns_ps": 0,
  "postSynthRegisterBits": 37,
  "io_buffers": 45,
  "worstPathRequired_ps": 5840,
  "clock-skew-final_ps": 9.155,
  "clk_latency_ps": 290,
  "setup_violations": 0,
  "finalCritPeriodShare_pct": 96.15,
  "die_x_um": 73.42,
  "post_cts.repair.setup_buffers": 0,
  "dr.pass1.iters": 4,
  "largest_area_cell": "dfrtp_1",
  "final.min_clock_period_ps": 7019,
  "drc": 0,
  "reg2regPathDepth": 16,
  "slowest_delay_ps": 510,
  "yosysWarnings": 0,
  "cts_buffers": 5,
  "die_height_um": 73.42,
  "endpoint_kind": "output pin",
  "maxCapViolCount": 0,
  "max_freq_ghz": 0.1425,
  "p_per_area_nw_per_um2": 334.5,
  "grt_pass1_wl_mm": 8.535,
  "cts-htree-levels": 2,
  "top_cell_area_share_pct": 36.31,
  "initial_core_util_pct": 52.94,
  "min_from": "OUT[0]",
  "arrival_ps": 5560,
  "cp-start-kind": "flop",
  "dp_cells": 375,
  "topCellsByArea": "dfrtp_1 (36%), ha_1 (13%), fa_1 (7.9%), nand2_1 (6.6%), a21oi_1 (5.1%)",
  "hold_ws_ps": 521.8,
  "syn_area_per_cell_um2": 9.479,
  "finish.utilization_pct": 65.56,
  "final_hold_viol_count": 0,
  "hpwl_mm": 3.748,
  "grt_usage_pct": 21.46,
  "antenna_cells": 0,
  "die_area_um2": 5390,
  "overflow": 0,
  "yosys_most_used_dff": "dfrtp_1",
  "area_growth_pct": 23.85,
  "grt_pass1_vias": 1813,
  "num_io_pins": 46,
  "whs_path_depth": 2,
  "reg2reg_from": "in_reg[0]",
  "cts_tree": "built",
  "coreArea_um2": 4817,
  "cp_cell_sequence": "nand2b_1 -> fa_1 -> fa_1 -> inv_1 -> fa_1 -> ha_1 -> fa_1 -> a21o_1 -> a21oi_2 -> xnor2_4 -> ha_2 -> a21o_1 -> a21o_2 -> a21o_1 -> or3_1 -> nand3_1 -> clkdlybuf4s50_1",
  "top_cells_by_count": "nand2_1 (45), dfrtp_1 (37), a21oi_1 (26), ha_1 (26), inv_1 (19)",
  "path_clk_slew_ps": 80,
  "synth.cell_area_um2": 2550,
  "clock_sinks": 37,
  "antenna_found_initial": 0,
  "synth_top_cell_by_count": "nand2_1"
}
power by group:
group	total (W)	internal, W	switching, W
Sequential	0.000262	0.000238	0.0000241
Combinational	0.000655	0.000363	0.000292
Clock	0.000139	0.0000662	0.0000729
through the flow:
step                      worst slack [ps]  cell area [um^2]  total power, W
after floorplan                       1043              2550       0.0006585
after global placement               427.0              3057       0.0009043
after detailed placement             407.2              3057       0.0009050
after CTS                            77.79              3139        0.001053
after global routing                 8.230              3158        0.001155
final                                281.3              3158        0.001056
worst max-delay path by stage:
| stage | start | to |
|---|---|---|
| 4_1_cts | in_reg[0] | add_result[11] |
| 5_1_grt | in_reg[0] | add_result[10] |
| 6_report | in_reg[0] | add_result[10] |
kinds of logic after synthesis:
group | after synthesis | synth area share, %
AOI/OAI and AO/OA | 58 | 14.13
xor gates and xnor gates | 12 | 5.741
adders and majority gates | 36 | 20.61
buffers and inverters | 28 | 4.563
DFF | 37 | 36.31
muxes | 2 | 0.8832
other | 1 | 0.1471
and+or+nand+nor | 95 | 17.62
metal layers:
metal  GRT usage, %  share of wire (%)
met1          36.64                 51
met2          31.48                 44
met3          3.190                3.7
met4          1.923               0.81
met5              0                  0
worst min-delay path: stages, from the launching register on:
cell and delay (ps):
dfrtp_1 380, nand2_1 50, a21oi_1 50
layout by cell type, fill, tap and decap left out, drive strengths merged, types with 3 or more instances in the layout:
cell type,instances
and2,17
a21oi,28
a21o,8
clkbuf,6
o31ai,3
xor2,4
o21bai,3
fa,10
ha,26
inv,19
nand3,4
buf,4
o21a,3
a211oi,3
nor2,12
clkdlybuf4s50,44
nand2,46
dfrtp,37
nor3,3
nor2b,4
xnor2,7
o21ai,6
timing repair:
item                       CTS  global route
hold endpoints to repair     0             0
hold buffers                 0             0
setup endpoints to repair    0             3
resized                      0             4
cell type report:
class / instances / area, um^2 / area share [%]
multi-input combinational: 204 / 1526 / 48.34
tap: 67 / 83.83 / 2.655
clock buffer: 6 / 72.57 / 2.298
timing repair buffer: 48 / 467.9 / 14.82
sequential: 37 / 925.9 / 29.32
clock inverter: 2 / 10.01 / 0.3170
inverter: 19 / 71.32 / 2.258
Power figures rest on the tool's default switching activity, not on a simulated workload.
