==> flow/design.v <==
`timescale 1ns/10ps
module alu_conv(a0_mux, a1_mux, a_sel, b, sel, ctrl, out);	
	input  	[7:0] a0_mux;
	input  	[7:0] a1_mux;
	input         a_sel;
	input  	[7:0] b;
	input  	[2:0] ctrl;
	input  	      sel;
	output  [7:0] out;
	wire		[7:0] a;
	wire 		[7:0] out_add;
	wire 		[7:0] out_sub;
	wire 		[7:0] out_lsl;
	wire 		[7:0] out_lsr;
	wire 		[7:0] out_cmp;
	wire 		[7:0] out_xor;
	wire 		[7:0] out_mux;
	wire		[7:0] out_tbd;
	mux2_n muxGroup_input(
			.a 	 (a0_mux),
			.b	 (a1_mux),
			.sel	 (a_sel),
			.out     (a)
			);
	alu_main alu(
			.a  	 (a),
			.b 	 (b),
			.out_add (out_add),
			.out_sub (out_sub),
			.out_lsl (out_lsl),
			.out_lsr (out_lsr),
			.out_cmp (out_cmp),
			.out_xor (out_xor),
			.out_mux (out_mux),
			.out_tbd (out_tbd)
			);
	mux8_n muxGroup_ouput(
			.a	 (out_add),
			.b	 (out_sub),
			.c	 (out_lsl),
			.d	 (out_lsr),
			.e	 (out_cmp),
			.f	 (out_xor),
			.g	 (out_mux),
			.h	 (out_tbd),
			.sel     (ctrl),
			.out     (out)
			);
endmodule 
module add(a, b, out);
	input  [7:0] a;
	input  [7:0] b;
	output [7:0] out;
	assign out = a + b;
endmodule
module sub(a, b, out);
	input  [7:0] a;
	input  [7:0] b;
	output [7:0] out;
	assign out = a - b;
endmodule
module lsl(
    input  [7:0] a,
    input  [7:0] b,
    output [7:0] out
    );
    assign out = a << b;
endmodule
module lsr(
    input  [7:0] a,
    input  [7:0] b,
    output [7:0] out
    );
    assign out = a >> b;
endmodule
module cmp(
	input  [7:0] a,	
	input  [7:0] b,
	output [7:0] out
);
	assign out = (a >= b) ? 0:1;	
endmodule
module xor_n(a, b, out);
	parameter n = 8;
	input  [n-1:0] a;
	input  [n-1:0] b;
	output [n-1:0] out;
	assign out = a ^ b;
endmodule
module mux2_n(a, b, sel, out);
	parameter n = 8;
	input  [n-1:0] a;
	input  [n-1:0] b;
	input          sel;
	output [n-1:0] out;
	assign out = (sel == 0) ? a : b;
endmodule
module alu_main(a, b, out_add, out_sub, out_lsl, out_lsr, out_cmp, out_xor, out_mux, out_tbd);
	input  [7:0] a;
	input  [7:0] b;
	output [7:0] out_add;
	output [7:0] out_sub;
	output [7:0] out_lsl;
	output [7:0] out_lsr;
	output [7:0] out_cmp;
	output [7:0] out_xor;
	output [7:0] out_mux;
	output [7:0] out_tbd;
	add add_1(
			.a   (a),
			.b   (b),
			.out (out_add)
			);
	sub sub_1(
			.a   (a),
			.b   (b),
			.out (out_sub)
			);
	lsl lsl_1(
			.a   (a),
			.b   (b),
			.out (out_lsl)
			);
	lsr lsr_1(
			.a   (a),
			.b   (b),
			.out (out_lsr)
			);
	cmp cmp_1(
			.a   (a),
			.b   (b),
			.out (out_cmp)
			); 
	xor_n#(8) xor_n_1(
			.a   (a),
			.b   (b),
			.out (out_xor)
			); 
	mux2_n#(8) mux_n_1(
			.a   (a),
			.b   (b),
			.sel (sel),
			.out (out_mux)
			);	
endmodule 
module mux8_n(a, b, c,d ,e, f, g, h, sel, out);
	parameter n = 8;
	input  [n-1:0] a;
	input  [n-1:0] b;
	input  [n-1:0] c;
	input  [n-1:0] d;
	input  [n-1:0] e;
	input  [n-1:0] f;
	input  [n-1:0] g;
	input  [n-1:0] h;
	input  [2:0]   sel;
	output [n-1:0] out;
	wire        [7:0] mux_out_1_1;
	wire        [7:0] mux_out_1_2;
	wire        [7:0] mux_out_1_3;
	wire        [7:0] mux_out_1_4;
	wire        [7:0] mux_out_2_1;
	wire        [7:0] mux_out_2_2;
	wire        [7:0] mux_out_3_1;
	mux2_n mux_1_1(
	.a   (a),
	.b   (b),
	.sel (sel[0]),
	.out (mux_out_1_1)
	);
	mux2_n mux_1_2(
	.a   (c),
	.b   (d),
	.sel (sel[0]),
	.out (mux_out_1_2)
	);
	mux2_n mux_1_3(
	.a   (e),
	.b   (f),
	.sel (sel[0]),
	.out (mux_out_1_3)
	);
	mux2_n mux_1_4(
	.a   (g),
	.b   (h),
	.sel (sel[0]),
	.out (mux_out_1_4)
	);
	mux2_n mux_2_1(
	.a   (mux_out_1_1),
	.b   (mux_out_1_2),
	.sel (sel[1]),
	.out (mux_out_2_1)
	);
	mux2_n mux_2_2(
	.a   (mux_out_1_3),
	.b   (mux_out_1_4),
	.sel (sel[1]),
	.out (mux_out_2_2)
	);
	mux2_n mux_3_1(
	.a   (mux_out_2_1),
	.b   (mux_out_2_2),
	.sel (sel[2]),
	.out (out)
	);
endmodule
==> flow/run.sh <==
#!/bin/bash
# OpenROAD 26Q1-2900-gdf79404cd8, Yosys 0.63+post, stock flow scripts
make -C /OpenROAD-flow-scripts/flow DESIGN_CONFIG=/design/flow/config.mk WORK_HOME=/design/flow/orfs finish
==> flow/config.mk <==
export PLATFORM = sky130hd
export DESIGN_NAME = alu_conv
export DESIGN_NICKNAME = alu_conv
export VERILOG_FILES = /design/flow/design.v
export SDC_FILE = /design/flow/constraint.sdc
export NUM_CORES = 4
export LEC_CHECK = 1
export CORE_AREA = 10 10 94 94
export DIE_AREA = 0 0 104 104
export SYNTH_HDL_FRONTEND = slang
==> flow/constraint.sdc <==
current_design alu_conv

set clk_period 5.8
set clk_io_pct 0.2

create_clock -name clk0 -period $clk_period

set non_clock_inputs [all_inputs -no_clocks]
set_input_delay [expr $clk_period * $clk_io_pct] -clock clk0 $non_clock_inputs
set_output_delay [expr $clk_period * $clk_io_pct] -clock clk0 [all_outputs]
==> run summary <==
Outcome -> complete, no violations
Post-cts gate resize count -> 0
Synth Seq Share -> 0
Crit Path Class -> in2out
Top Ports -> 37
Number of global-route vias before repair -> 1875
Peak supply drop -> 0.03651 mV
Avg Cell Area, Syn -> 7.672 um^2
DP Cell Count -> 361
Top cells, area -> ha_1 (10%), mux4_1 (10%), mux2i_1 (7.7%), mux4_2 (6.2%), a21oi_1 (5.3%)
Final min period -> 5.504 ns
Cell type with the largest total area -> ha_1
Logic pwr share -> 1.000
Final Routed Wirelength -> 5561 um
Die width -> 104 um
Busiest grt layer -> met2
Tool warning count -> 40
Worst-Margin Slew -> 0.7705 ns
Initial antenna violation count -> 0
WL per Instance -> 15.40 um
Net Sw Frac -> 0.4905
Core Util, Final -> 0.3341
FF+latch count -> 0
Clock group share of total power -> 0
Ratio of cells with drive above 1 in the final layout -> 0.1094
Crit-path max FO -> 4
Number of distinct library cells after synthesis -> 54
Static Leak -> 0.0008890 uW
Internal power -> 102.3 uW
CP required -> 4.64 ns
Startpoint Class -> primary input
DP Wirelength -> 4619 um
Yosys warning total -> 9
N_diodes -> 0
Met3 usage -> 0.01128
Floorplan row count -> 30
Pre-CTS WS -> 0.3108 ns
Pre-antenna DRT Iters -> 6
Overall Global Routing Usage -> 0.1007
Power consumption -> 200.7 uW
RSZ-0062 raised after global routing -> false
Dominant logic cell types in the final layout -> clkdlybuf4s50_1 (36), a21oi_1 (19), o21ai_0 (17), inv_1 (16), ha_1 (15)
M2 GR Usage -> 0.1586
CTS Hold Bufs -> 0
Die Y -> 104 um
P_sw -> 98.47 uW
Max-slew violations -> 0
Syn Inst Count -> 236
CORE AREA -> 6832 um^2
Element type at the critical path end -> output port
Crit path DAT -> 4.34 ns
Worst hold-check path type -> in2out
Crit share post-route -> 0.9489
Total die size -> 10820 um^2
Drt drc -> 0
ANT nets after route -> 0
Mapped Area -> 1810 um^2
Setup violators final -> 0
Top cell type's share of synthesized area -> 0.1037
DR vias/cell -> 5.424
Register Area -> 0 um^2
Hold Fails Final Rpt -> 0
Ys cells -> 236
Init Core Util -> 0.2650
Number of maximum-capacitance violations -> 0
Final std cells w/o fill -> 361
Final WS setup -> 0.2965 ns
Starting DRT DRC Count -> 147
Port buffer count -> 36
Filler instances -> 766
Global-route met1 utilization -> 0.1528
Clock buffers -> 0
Pwr/cell area -> 87.96 nW/um^2
Fmax -> 181.7 MHz
Global-route wire length before repair -> 9418 um
Sequential share of power -> 0
Vias -> 1958
Grt total ovfl -> 0
Setup TNS Final -> 0 ns
Post CTS Setup Buffer Count -> 0
Placer Congestion -> 0.9221
Logic cell area -> 1644 um^2
Relative slew slack -> 0.4816
Area Growth Syn to Fin -> 26.05%
Yosys stat chip area -> 1810 um^2
Pin count of the biggest net entering global routing -> 26
Most numerous logic cell after layout -> clkdlybuf4s50_1
==> cell families after synthesis <==
| group | count (synthesis) | synth area share |
|---|---|---|
| adder cells (fa/ha/maj) | 17 | 0.1258 |
| AND-OR/OR-AND | 79 | 0.2937 |
| buffers and inverters | 37 | 0.09191 |
| multiplexers | 34 | 0.2909 |
| AND/OR/NAND/NOR | 67 | 0.1880 |
| XOR/XNOR | 2 | 0.009677 |
==> final timing paths <==
kind	start	end	slack, ns	depth (start not counted)
max	a_sel	out[4]	0.30	13
min	ctrl[1]	out[2]	3.51	5
==> worst max-delay path, stage by stage <==
cell,delay [ns]
clkdlybuf4s50_1,0.49
mux2i_1,0.45
inv_1,0.14
ha_1,0.23
inv_1,0.07
fa_1,0.21
o21bai_1,0.07
a21o_1,0.21
or3_1,0.31
o311a_1,0.13
o32a_1,0.17
o211ai_1,0.18
clkdlybuf4s50_1,0.51
==> cell type report <==
| cell class | count | area share |
|---|---|---|
| multi-input cells | 199 | 0.7204 |
| repair buffers | 48 | 0.1974 |
| well taps | 96 | 0.05263 |
| inverters | 18 | 0.02961 |
==> through the flow <==
stage | cell area, um^2 | hold WS, ns
final | 2282 | 3.515
after global routing | 2282 | 3.592
after CTS | 2282 | 3.531
after detailed placement | 2282 | 3.519
after global placement | 2282 | 3.518
after floorplan | 1810 | 2.459
==> layer usage <==
metal / routed length, um / vias to the layer above
met4: 0 / 0
met3: 267 / 0
met5: 0 / -
met2: 2425 / 55
met1: 2868 / 926
li1: - / 977
==> power by group through the flow <==
stage	combinational, uW	clock, uW	sequential (uW)
CTS	201	0	0
global route	223	0	0
finish	201	0	0
==> cells in the mapped netlist (2+ instances only) <==
| library cell | number |
|---|---|
| mux4_2 | 5 |
| a31o_2 | 2 |
| nand2_1 | 14 |
| inv_1 | 16 |
| and3_1 | 2 |
| o2111ai_1 | 3 |
| clkinv_1 | 2 |
| fa_1 | 2 |
| a211oi_1 | 4 |
| mux2_2 | 8 |
| a32o_1 | 2 |
| o32a_1 | 2 |
| mux4_1 | 7 |
| a41oi_1 | 2 |
| nor2b_1 | 7 |
| nor3_1 | 7 |
| nand3_1 | 8 |
| a31oi_1 | 2 |
| o211ai_1 | 4 |
| buf_2 | 4 |
| nand2b_1 | 3 |
| ha_1 | 15 |
| a21oi_1 | 19 |
| mux2i_1 | 14 |
| o21bai_1 | 3 |
| nor3b_1 | 4 |
| nor2_1 | 13 |
| a21o_1 | 2 |
| o31ai_1 | 6 |
| o21ai_0 | 17 |
| clkbuf_1 | 12 |
| nor4_1 | 3 |
Power and IR drop assume default switching activity.
