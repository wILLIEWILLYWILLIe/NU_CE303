==> ./design.v <==
`timescale 1ns/1ps
module Vrbarrel16(DIN, S, C, DOUT);
    input [15:0] DIN;        
    input [3:0] S;           
    input [2:0] C;           
    output [15:0] DOUT;      
    reg [15:0] DOUT; 
    parameter   Lrotate = 3'b000,  
                Rrotate = 3'b001, 
                Llogical = 3'b010,
                Rlogical = 3'b011,
                Larith = 3'b100,
                Rarith = 3'b101;
    function [15:0] Vrol;
        input [15:0] D;
        input [3:0] S;
        integer ii, N;
        reg [15:0] TMPD;
        begin
            N = S; TMPD = D;
            for (ii=1;ii<=N; ii=ii+1) TMPD = {TMPD[14:0], TMPD[15]};
            Vrol = TMPD;
        end
    endfunction
    function [15:0] Vror;
        input [15:0] D;
        input [3:0] S;
        integer ii, N;
        reg [15:0] TMPD;
        begin
            N = S; TMPD = D;
            for (ii=1;ii<=N;ii=ii+1) TMPD = {TMPD[0], TMPD[15:1]};
            Vror = TMPD;
        end
    endfunction
    function [15:0] Vsll;
        input [15:0] D;
        input [3:0] S;
        integer ii, N;
        reg [15:0] TMPD;
        begin
            N = S; TMPD = D;
            for (ii=1;ii<=N;ii=ii+1) TMPD = {TMPD[14:0],1'd0};
            Vsll = TMPD;
        end
    endfunction
    function [15:0] Vsrl;
        input [15:0] D;
        input [3:0] S;
        integer ii, N;
        reg [15:0] TMPD;
        begin
            N = S; TMPD = D;
            for (ii=1;ii<=N;ii=ii+1) TMPD = {1'd0, TMPD[15:1]};
            Vsrl = TMPD;
        end
    endfunction
    function [15:0] Vala;
        input [15:0] D;
        input [3:0] S;
        integer ii, N;
        reg [15:0] TMPD;
        begin
            N = S; TMPD = D;
            for (ii=1;ii<=N;ii=ii+1) TMPD = {TMPD[14:0],1'd0};
            Vala = TMPD;
        end
    endfunction
    function [15:0] Vara;
        input [15:0] D;
        input [3:0] S;
        integer ii, N;
        reg [15:0] TMPD;
        begin
            N = S; TMPD = D;
            for (ii=1;ii<=N;ii=ii+1) TMPD = {TMPD[15], TMPD[15:1]};
            Vara = TMPD;
        end
    endfunction
    always @ (DIN or S or C)
        case(C)
            Lrotate : DOUT = Vrol(DIN,S);
            Rrotate : DOUT = Vror(DIN,S);
            Llogical: DOUT = Vsll(DIN,S);
            Rlogical: DOUT = Vsrl(DIN,S);
            Larith : DOUT = Vala(DIN,S);
            Rarith : DOUT = Vara(DIN,S);
            default: DOUT = DIN;
        endcase
endmodule
==> ./run.sh <==
#!/bin/bash
# OpenROAD 26Q1-2900-gdf79404cd8, Yosys 0.63+post, stock flow scripts
make -C /OpenROAD-flow-scripts/flow DESIGN_CONFIG=/design/flow/config.mk WORK_HOME=/design/flow/orfs finish
==> ./config.mk <==
export PLATFORM = sky130hd
export DESIGN_NAME = Vrbarrel16
export DESIGN_NICKNAME = Vrbarrel16
export VERILOG_FILES = /design/flow/design.v
export SDC_FILE = /design/flow/constraint.sdc
export NUM_CORES = 4
export LEC_CHECK = 1
export CORE_UTILIZATION = 40
export SYNTH_HDL_FRONTEND = slang
==> ./constraint.sdc <==
current_design Vrbarrel16

set clk_period 7.1
set clk_io_pct 0.2

create_clock -name clk0 -period $clk_period

set non_clock_inputs [all_inputs -no_clocks]
set_input_delay [expr $clk_period * $clk_io_pct] -clock clk0 $non_clock_inputs
set_output_delay [expr $clk_period * $clk_io_pct] -clock clk0 [all_outputs]
==> results.ini <==
[routing]
detailroute.via_count=8126
drt_wl_total_mm=35.0
ant_nets=0
detailedRoute.firstPassIterationCount=7
detailedRoute.firstIterationViolations=1878
drc_errors=0
routed_wire_length_per_instance_um=34.1
antenna-diode-count=0
via_per_inst=7.92

[worst_setup_path]
path_cells=buf_4, buf_12, mux2i_1, a31oi_1, o21ai_0, o21ai_0, a32oi_1, o221ai_1, clkdlybuf4s50_1
crit_slowest_cell=sky130_fd_sc_hd__mux2i_1
critPathMaxStageDelay_ns=0.80
critical_path_endpoint_category=primary output
critPathMostFrequentCell=sky130_fd_sc_hd__o21ai_0
cp.required_ns=5.68
worst_setup_path_start_kind=input port
startpoint=S[0]
criticalPathCategory=input port to primary output
crit_path_max_fanout=83
arrival_ns=4.73

[power]
report.power.total_uw=478
cellLeakagePower_uw=0.00196
ir_drop_uv=72.8
pwr_density_cell_nw_per_um2=82.9

[floorplanning]
pre_placement_core_utilization_pct=41.6
core_region_area_um2=12800
die_height_um=117
die_area_um2=13800
die-width_um=117
std_cell_rows=41
pin_count=39

[worst_hold_path]
hp-start=S[3]
worstHoldEndpoint=DOUT[2]
holdPathStages=5
min-delay-path-class=input port to primary output

[timing]
timing.final.setup_violations=0
tightest_slew_ns=0.980
final-max-slew-violation-count=0
max_clock_freq_mhz=162
rsz0062_at_grt=false
sum_of_negative_setup_slack_ns=0
period_needed_ns=6.15
slew_headroom_pct=34.2
final-hold-violation-count=0
fin_crit_sh_pct=86.7

[clocking]
cts.hold.buffers_added=0
post_cts_resize_count=0
setup_fix_buffers_added_after_clock_tree_synthesis=0

[global_routing]
total_routing_usage_reported_by_global_routing_pct=50.0
wire_length_of_the_first_global_routing_pass_mm=50.4
globalRoute.totalOverflow=0
first_global_vias=7273
grt_start_max_net_pins=84
number_of_antenna_violations_at_the_first_check_in_global_routing=1

[placed_design]
place_hpwl_mm=24.0
count_of_buffers_from_port_buffering=39
gp_congestion=1.13

[logic_synthesis]
syn-instance-count=888
netlist_top_cells_area=sky130_fd_sc_hd__a21oi_1, sky130_fd_sc_hd__o21ai_0, sky130_fd_sc_hd__nand2_1, sky130_fd_sc_hd__nor2_1, sky130_fd_sc_hd__clkbuf_1
yosys.area.top_type_share_pct=8.73
synth.avg_cell_area_um2=6.00
synthDominantAreaCellType=sky130_fd_sc_hd__a21oi_1
synth_sequential_area_ratio_pct=0
yosys_warnings=0
yosys_cell_count=888
cell_area_after_synthesis_um2=5330
yosysChipArea_um2=5330
yosys.cell_types.count=75

[job]
openroad.warnings=32
max_cap_viol_count=0

[finish]
final-seq-area_um2=0
ff_count=0
area_growth_pct=8.08
layout_top_cell_excl_fill_tap=sky130_fd_sc_hd__a21oi_1
layout-drive-gt1-share_pct=10.4
nClkBuffers=0
layout_top_cells_excl_fill_tap=sky130_fd_sc_hd__a21oi_1, sky130_fd_sc_hd__o21ai_0, sky130_fd_sc_hd__nand2_1

[run_status]
run_status=finished clean

==> kinds of logic (layout without fill, tap and decap cells) <==
family	count (synthesis)	after routing	share of synthesized area (%)
compound gates	406	406	50.0
simple gates	297	297	27.3
mux	41	41	10.0
fa+ha+maj	2	2	0.376
buf+inv	141	107	12.1
xor+xnor	1	1	0.164
==> worst max-delay path by stage <==
stage / endpoint / slack (ns) / cells after the start
4_1_cts: DOUT[1] / 1.11 / 9
5_1_grt: DOUT[12] / 0.90 / 9
6_report: DOUT[1] / 0.95 / 9
==> worst max-delay path: cells and delay by family <==
| kind | cells | cell delay [ns] |
|---|---|---|
| buffers and inverters | 3 | 1.45 |
| AOI/OAI and AO/OA | 5 | 0.99 |
| muxes | 1 | 0.80 |
==> synth_stat cells (all sizes together), types with 4 or more instances <==
library cell	number
nand2	87
o31ai	8
a211oi	23
mux2	8
and3	5
or2	5
a2111oi	9
nor3	18
nand3b	5
or3	6
o221ai	15
a311oi	7
o21a	4
nand3	11
inv	14
o22ai	24
nor4	11
o2111ai	5
o21ai	91
and2	10
o211ai	15
nor3b	5
clkbuf	67
o311ai	10
mux2i	24
or3b	4
mux4	9
a211o	7
a31oi	34
a221oi	7
nor2	76
a22oi	5
a32oi	4
a21o	7
nand2b	25
a21oi	93
nor2b	18
buf	58
o32ai	8
==> report_power, final <==
group	leakage [uW]	internal [uW]	switching [uW]
Combinational	0.00196	161	316
Clock	0	0	0
Sequential	0	0	0
==> through the flow <==
stage / instance area, um^2 / hold slack, ns / std cells / util (%) / setup WS (ns)
after floorplan: 5330 / 3.13 / 888 / - / 2.76
after global placement: 5760 / 3.84 / 1026 / 44.9 / 1.13
after detailed placement: 5760 / 3.84 / 1026 / 44.9 / 1.11
after CTS: 5760 / 3.84 / 1026 / 44.9 / 1.11
after global routing: 5760 / 3.96 / 1026 / 44.9 / 0.898
final: 5760 / 3.91 / 1026 / 44.9 / 0.946
==> layout make-up <==
cell class | instances | area, um^2
inverters | 16 | 60.1
fillers | 1447 | 7060
repair buffers | 91 | 793
well taps | 172 | 215
multi-input cells | 747 | 4690
==> metal layers <==
| metal | GRT usage, % | vias to the layer above | wire, um |
|---|---|---|---|
| li1 | - | 3355 | - |
| met1 | 66.8 | 3693 | 12600 |
| met2 | 70.1 | 864 | 14200 |
| met3 | 17.2 | 212 | 5550 |
| met4 | 27.5 | 2 | 2550 |
| met5 | 0 | - | 9 |
Power and IR drop assume default switching activity.
